File: flow/run.sh
#!/bin/bash
# OpenROAD 26Q1-2900-gdf79404cd8, Yosys 0.63+post, stock flow scripts
make -C /OpenROAD-flow-scripts/flow DESIGN_CONFIG=/design/flow/config.mk WORK_HOME=/design/flow/orfs finish
File: flow/config.mk
export PLATFORM = sky130hd
export DESIGN_NAME = PC
export DESIGN_NICKNAME = PC
export VERILOG_FILES = /design/flow/design.v
export SDC_FILE = /design/flow/constraint.sdc
export NUM_CORES = 4
export LEC_CHECK = 1
export CORE_AREA = 10 10 101 101
export DIE_AREA = 0 0 111 111
File: flow/constraint.sdc
current_design PC

set clk_period 1.1
set clk_io_pct 0.2

create_clock -name clk0 -period $clk_period [get_ports {clk}]

set non_clock_inputs [all_inputs -no_clocks]
set_input_delay [expr $clk_period * $clk_io_pct] -clock clk0 $non_clock_inputs
set_output_delay [expr $clk_period * $clk_io_pct] -clock clk0 [all_outputs]
File: flow/design.v
`timescale 1ns / 1ps
module PC(
    input clk,
    input rst,
    input en,
    input [31:0] nextPC,
    output reg [31:0] PC
    );
always @(posedge clk) begin
	if (rst) begin
		PC <= 'h0000_3000;
	end
	else if (en) begin
		PC <= nextPC;
	end else begin
		PC <= PC;
	end
end
endmodule
==> run_results.csv <==
group,metric,value,unit
critical_path,r2r_end,"PC[12]$_SDFFE_PP1P_",
placement,gpl.final_weighted_congestion,0.701,
critical_path,crit_path_max_incr_delay,0.32,ns
global_route,global_route_usage_over_all_layers,5.43,%
final_timing,final.min_clock_period,1.05,ns
final_timing,hold_ws,0.402,ns
drt,route.detailed.drc,0,
status,run_status,"completed",
cts,cts_inserted_buffers,5,
critical_path,worstSetupPathType,"reg -> out",
synthesis,syn-mean-instance-area,11.3,um^2
floorplanning,design.portCount,67,
final_timing,timing.final.max_slew_violations,0,
finish,final-instance-count-excl-fill,283,
final_timing,fmax,949,MHz
synthesis,yosysWarnings,1,
critical_path,cp_slowest_cell,"sky130_fd_sc_hd__dfxtp_2",
synthesis,syn_inst,103,
floorplanning,floorplan.die_area,0.0123,mm^2
synthesis,netlist_area,0.00117,mm^2
run,max_cap_viol_count,0,
synthesis,ys.flops,32,
critical_path,critical_path.startpoint_type,"flip-flop",
critical_path,regToRegStartpoint,"PC[12]$_SDFFE_PP1P_",
drt,first_iter_violations,13,
final_timing,min_period_over_period,95.8,%
run,warning_count,25,
finish,area_growth_syn_to_layout,78.1,%
floorplanning,die-width,111,um
floorplanning,die_height,111,um
finish,layout-drive-gt1-share,27.0,%
final_timing,max_clock_skew,0,ns
drt,ant_nets,0,
cts,path_clk_slew,0.07,ns
critical_path,worst_ep_arrival_time,0.83,ns
finish,fillers,869,
critical_path,crit_path_end_kind,"output port",
min_path,whs_endpoint,"PC[13]$_SDFFE_PP1P_",
min_path,min_from,"en",
finish,layout_top_registers,"PC: 32 flops",
global_route,grt_overflow,0,
placement,numPortBuffers,66,
drt,drt_first_pass_iters,2,
critical_path,required,0.88,ns
floorplanning,core-area,0.00813,mm^2
power_and_ir_drop,worst_ir_drop_vdd,0.000551,V
floorplanning,floorplan.core_util,14.4,%
critical_path,worst-r2r-cell-count,2,
final_timing,report.final.hold_viol_count,0,
drt,wirelength,3.36,mm
finish,core_util_final,25.6,%
synthesis,yosys.stat.seqShare,54.9,%
final_timing,worst_case_headroom_to_the_max_slew_limit,83.4,%
cts,clock-sinks,32,
critical_path,path_buffers,1,
power_and_ir_drop,leakage,0.951,nW
placement,dp_hpwl,2.56,mm
global_route,first_pass_grt_wire_length,5.48,mm
synthesis,synth_chip_area,0.00117,mm^2
drt,route.vias.total,971,
global_route,grt_max_degree,22,
final_timing,setup_viol,0,
cts,max-clock-path-buffers,2,
final_timing,tightest_slew,0.249,ns
final_timing,grt_setup_unrepaired,"false",
critical_path,critPathMaxFanout,2,
global_route,grt_pass1_vias,1003,
finish,largest_reg_flops,32,
floorplanning,std_cell_rows,33,
finish,largest-register,"PC",
critical_path,cp_cell_sequence,"dlygate4sd2_1",
min_path,timing.hold.worst_path_depth,3,
cts,cts_tree,"built",
cts,clkLatencyLatePin,0.28,ns
critical_path,reg2reg_setup_slack,0.34,ns
critical_path,cp_top_family,"flip-flops",
placement,place.detailed.instances,274,
min_path,worstHoldPathType,"in -> reg",
global_route,antenna_found_initial,0,
cts,htreeDepth,2,
cts,ctsRootBufferMaster,"sky130_fd_sc_hd__clkbuf_8",
synthesis,synth_stat.cells,103,
drt,avgViaCountPerCell,3.43,
power_and_ir_drop,pwr_density,1330,mW/mm^2
drt,num_antenna_cells,0,
drt,wl_per_cell,11.9,um
final_timing,fin_setup_tns,0,ns
synthesis,yosys.cell_types.count,9,
## layer usage
metal | part of all wire [%] | track usage, % | vias to the layer above
met1 | 44 | 6.47 | 432
met4 | 1.8 | 0.868 | 0
met2 | 41 | 8.06 | 45
met5 | 0 | 0 | -
li1 | - | - | 486
met3 | 13 | 3.67 | 8
## Yosys cell counts
library cell / count / share of area (%)
sky130_fd_sc_hd__clkbuf_1: 2 / 0.64
sky130_fd_sc_hd__buf_2: 1 / 0.43
sky130_fd_sc_hd__nor2_1: 30 / 9.6
sky130_fd_sc_hd__buf_6: 1 / 0.96
sky130_fd_sc_hd__buf_12: 3 / 5.1
sky130_fd_sc_hd__a211o_1: 2 / 1.5
sky130_fd_sc_hd__dfxtp_1: 32 / 55
sky130_fd_sc_hd__mux2i_1: 30 / 26
sky130_fd_sc_hd__nor2b_1: 2 / 1.1
## power by group
group | internal [mW] | switching [mW]
Sequential | 1.24 | 0.0302
Clock | 0.672 | 0.443
Combinational | 0.268 | 0.119
## how the worst max path moves through the flow
stage     depth (start not counted)     end           startpoint  slack, ns
6_report                          1   PC[3]   PC[3]$_SDFFE_PP0P_       0.05
5_1_grt                           1   PC[3]   PC[3]$_SDFFE_PP0P_     0.0009
4_1_cts                           1  PC[12]  PC[12]$_SDFFE_PP1P_       0.01
## final cells by class
class,instances,area (um^2),share of cell area (%)
Clock inverter,2,35.0,1.68
Multi-Input combinational cell,64,443,21.3
Sequential cell,32,681,32.7
Timing Repair Buffer,74,717,34.5
Clock buffer,6,72.6,3.49
Tap cell,105,131,6.32
## kinds of logic after synthesis
family / after synthesis / share of synthesized area (%)
AOI/OAI and AO/OA: 2 / 1.50
DFF: 32 / 54.9
muxes: 30 / 25.7
and+or+nand+nor: 32 / 10.7
buffers and inverters: 7 / 7.18
## cell usage in the layout (no fill, tap or decap), drive strengths merged
| cell | synthesis | final |
|---|---|---|
| mux2i | 30 | 30 |
| clkdlybuf4s15 | 0 | 13 |
| dfxtp | 32 | 32 |
| buf | 5 | 9 |
| nor2 | 30 | 30 |
| nor2b | 2 | 2 |
| dlygate4sd2 | 0 | 19 |
| clkinv | 0 | 1 |
| clkdlybuf4s50 | 0 | 33 |
| clkbuf | 2 | 6 |
| bufinv | 0 | 1 |
| a211o | 2 | 2 |
## repair_timing
item | 4_1_cts | 5_1_grt
pin swaps | 0 | 0
buffers inserted | 0 | 1
gates resized | 62 | 15
setup endpoints to repair | 32 | 13
gates cloned | 0 | 0
hold buffers | 0 | 0
## through the flow
stage	setup slack (ns)	power [mW]	instance area [um^2]
final	0.0461	2.77	2080
after global routing	0.000864	2.95	2080
after CTS	0.0135	2.84	2050
after detailed placement	-0.124	1.72	1950
after global placement	-0.128	1.72	1950
after floorplan	0.262	1.43	1170
Power and IR drop assume default switching activity.
